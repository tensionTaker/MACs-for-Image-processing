[config.mk]
export PLATFORM = sky130hd
export DESIGN_NAME = Kernel
export DESIGN_NICKNAME = Kernel
export VERILOG_FILES = /design/flow/design.v
export SDC_FILE = /design/flow/constraint.sdc
export NUM_CORES = 4
export LEC_CHECK = 1
export CORE_UTILIZATION = 40
[constraint.sdc]
current_design Kernel

set clk_period 3.8
set clk_io_pct 0.2

create_clock -name clk0 -period $clk_period [get_ports {clk}]

set non_clock_inputs [all_inputs -no_clocks]
set_input_delay [expr $clk_period * $clk_io_pct] -clock clk0 $non_clock_inputs
set_output_delay [expr $clk_period * $clk_io_pct] -clock clk0 [all_outputs]
[design.v]
module pg_bit(x, y, p, g);
	input x, y;
	output p, g;
	xor pblock (p, x, y);
	and gblock (g, x, y);
endmodule
module black_cell(g_ik, p_ik, g_k1j, p_k1j, Gij, Pij);
	input g_ik, p_ik, g_k1j, p_k1j;
	output Gij, Pij;
	wire w1;
	and g1 (w1, p_ik, g_k1j);
	or g2 (Gij, g_ik, w1);
	and g3 (Pij, p_ik, p_k1j);
endmodule
module gray_cell(g_ik, p_ik, g_k1j, Gij);
	input g_ik, p_ik, g_k1j;
	output Gij;
	wire w1;
	or g1 (Gij, g_ik, w1);
	and g2 (w1, p_ik, g_k1j);
endmodule
module KS_ADDER(clk, rst_n, a, b, c_in, sum, cout);
input clk, rst_n, c_in;
input [31:0]a;
input [31:0]b;
output reg [31:0]sum;
output reg cout;
reg [31:0]a_reg;   
reg [31:0]b_reg;   
reg c_in_reg;      
wire [31:0]Yout;  
wire cout_p;  
wire [32:0]bitwise_p;
wire [32:0]bitwise_g;
assign bitwise_p[0] = 0;
assign bitwise_g[0] = c_in_reg;
genvar i;
generate for(i = 1; i <= 32; i = i+1) begin : pg_bit_wise
	pg_bit pg_generation (a_reg[i-1], b_reg[i-1], bitwise_p[i], bitwise_g[i]);
	end
endgenerate
wire [31:0]l1p;
wire [31:0]l1g;
genvar l1;
generate for(l1 = 2; l1 <= 31; l1 = l1 + 1) begin : l1b
		black_cell l1bcs (bitwise_g[l1], bitwise_p[l1], bitwise_g[l1-1], bitwise_p[l1-1], l1g[l1], l1p[l1]);
	end
endgenerate 
assign l1p[1] = 1'b0;
assign l1p[0] = 1'b0;
gray_cell l1gray1 (bitwise_g[1], bitwise_p[1], bitwise_g[0], l1g[1]);
buf l1buffer1 (l1g[0], bitwise_g[0]);
wire [31:0]l2p;
wire [31:0]l2g;
genvar l2;
generate for(l2 = 4; l2 <= 31; l2 = l2 + 1) begin : l2b
	black_cell l2bcs (l1g[l2], l1p[l2], l1g[l2-2], l1p[l2-2], l2g[l2], l2p[l2]);
	end
endgenerate
gray_cell l2gray1 (l1g[3], l1p[3], l1g[1], l2g[3]);
gray_cell l2gray2 (l1g[2], l1p[2], l1g[0], l2g[2]);
assign l2p[3] = 1'b0;
assign l2p[2] = 1'b0;
assign l2p[1] = 1'b0;
assign l2p[0] = 1'b0;
assign l2g[0] = l1g[0];
buf l2buffer (l2g[1], l1g[1]);
wire [31:0]l3g;
wire [31:0]l3p;
genvar l3;
generate for(l3 = 8; l3 <= 31; l3 = l3 + 1) begin : l3b
		black_cell l3bcs (l2g[l3], l2p[l3], l2g[l3-4], l2p[l3-4], l3g[l3], l3p[l3]);
	end
endgenerate 
gray_cell l3gray1 (l2g[7], l2p[7], l2g[3], l3g[7]);
gray_cell l3gray2 (l2g[6], l2p[6], l2g[2], l3g[6]);
gray_cell l3gray3 (l2g[5], l2p[5], l2g[1], l3g[5]);
gray_cell l3gray4 (l2g[4], l2p[4], l2g[0], l3g[4]);
assign l3p[7] = 1'b0;
assign l3p[6] = 1'b0;
assign l3p[5] = 1'b0;
assign l3p[4] = 1'b0;
buf l3buffer1 (l3g[3], l2g[3]);
buf l3buffer2 (l3g[2], l2g[2]);
assign l3p[3] = 1'b0;
assign l3p[2] = 1'b0;
assign l3g[1] = l2g[1];
assign l3p[1] = 1'b0;
assign l3g[0] = l2g[0];
assign l3p[0] = 1'b0;
wire [31:0]l4g;
wire [31:0]l4p;
genvar l4;
generate for(l4 = 16; l4 <= 31; l4 = l4 + 1) begin : l4b
		black_cell l4bcs (l3g[l4], l3p[l4], l3g[l4-8], l3p[l4-8], l4g[l4], l4p[l4]);
	end
endgenerate
genvar l4gc;
generate for(l4gc = 8; l4gc <= 15; l4gc = l4gc + 1) begin : l4gcell
		gray_cell l4gcs (l3g[l4gc], l3p[l4gc], l3g[l4gc - 8], l4g[l4gc]);
	end
endgenerate
genvar l4bf;
generate for(l4bf = 4; l4bf <= 7; l4bf = l4bf + 1) begin : buffersl4
		buf l4buffer (l4g[l4bf], l3g[l4bf]);
	end
endgenerate
assign l4g[3] = l3g[3];
assign l4g[2] = l3g[2];
assign l4g[1] = l3g[1];
assign l4g[0] = l3g[0];
assign l4p[15:0] = 16'b0;
wire [31:0]l5g;
genvar l5;
generate for(l5 = 16; l5 <= 31; l5 = l5 + 1) begin : gcs
		gray_cell l5gcs (l4g[l5], l4p[l5], l4g[l5-16], l5g[l5]);
	end
endgenerate
genvar l5bf;
generate for(l5bf = 8; l5bf <= 15; l5bf = l5bf + 1) begin : buffersl5
		buf l5buffer (l5g[l5bf], l4g[l5bf]);
	end
endgenerate
assign l5g[7] = l4g[7];
assign l5g[6] = l4g[6];
assign l5g[5] = l4g[5];
assign l5g[4] = l4g[4];
assign l5g[3] = l4g[3];
assign l5g[2] = l4g[2];
assign l5g[1] = l4g[1];
assign l5g[0] = l4g[0];
wire last1;
and coutG1 (last1, bitwise_p[32], l5g[31]);
or coutG2 (cout_p, bitwise_g[32], last1);
genvar s_out;
generate for(s_out = 0; s_out <=  31; s_out = s_out + 1) begin : summing 
	xor sumready (Yout[s_out], bitwise_p[s_out+1], l5g[s_out]);
	end
endgenerate
always @(posedge clk or negedge rst_n) begin
	if(!rst_n) begin
		a_reg <= 32'b0;
		b_reg <= 32'b0;
		c_in_reg <= 1'b0;
		sum <= 32'b0;
		cout <= 1'b0;
	end
	else begin
		a_reg <= a;
		b_reg <= b;
		c_in_reg <= c_in;
		sum <= Yout;
		cout <= cout_p;
	end
end
endmodule
module multipler(
input clk,
input rst,
input [7:0] A,
input [7:0] B,
output [15:0] Product
    );
wire [3:0]  A_low,A_high,B_low,B_high;
assign A_low = A[3:0];
assign A_high = A[7:4];
assign B_low = B[3:0];
assign B_high = B[7:4];
wire [7:0] Product1,Product2,Product3,Product4;
assign Product1 = A_low * B_low;
assign Product2 = A_high * B_low;
assign Product3 = A_low * B_high;
assign Product4 = A_high * B_high;
reg[7:0] reg_Product1,reg_Product2,reg_Product3,reg_Product4;
wire[8:0] Sum1 = reg_Product2 + reg_Product3;
wire[12:0] Sum1_shift = {Sum1,4'b0};
wire[15:0] Product1_shift,Product4_shift;
assign Product1_shift = {8'b0,reg_Product1};
assign Product4_shift = {reg_Product4,8'b0};
reg[12:0] reg_Sum1_shift;
reg[15:0] reg_Product1_shift,reg_Product4_shift;
wire[15:0] PP1,PP2,PP3;
assign PP1 =reg_Product1_shift;
assign PP2 ={3'b0,reg_Sum1_shift};
assign PP3 =reg_Product4_shift;
wire [15:0] result = PP1 + PP2 + PP3;
reg[15:0] reg_Product;
always @(posedge clk) begin
        if (rst) begin
            reg_Product1        <= 8'b0;
            reg_Product2        <= 8'b0;
            reg_Product3        <= 8'b0;
            reg_Product4        <= 8'b0;
            reg_Sum1_shift  <= 13'b0;
            reg_Product1_shift <= 16'b0;
            reg_Product4_shift    <= 16'b0;
            reg_Product    <= 16'b0;
        end else begin
            reg_Product1 <= Product1;
            reg_Product2 <= Product2;
            reg_Product3 <= Product3;
            reg_Product4 <= Product4;
            reg_Sum1_shift  <= Sum1_shift;
            reg_Product1_shift <= Product1_shift;
            reg_Product4_shift    <= Product4_shift;
            reg_Product <= result;
        end
    end
    assign Product =reg_Product;
endmodule
module MAC(
    input  [7:0]  in1,
    input  [7:0]  h,
    input  [31:0] in2,
    input         rst_n,
    input         clk,
    output [31:0] z_out
);
    wire [15:0] mul_out;
    multipler u_mul (
        .clk(clk),
        .rst(~rst_n),    
        .A(in1),
        .B(h),
        .Product(mul_out)
    );
    wire [31:0] mul_ext = {16'b0, mul_out};
    wire [31:0] sum_wire;
    wire        cout_wire;
    KS_ADDER u_adder (
        .clk(clk),
        .rst_n(rst_n),
        .a(mul_ext),
        .b(in2),
        .c_in(1'b0),
        .sum(sum_wire),
        .cout(cout_wire)
    );
    assign z_out = sum_wire;
endmodule
module dff_c #(
parameter integer N = 8
) (
input clk,
input rst_n,  
input [N-1:0] d,
output reg [N-1:0] q
);
always @(posedge clk) begin
	if (!rst_n)	q <= {N{1'b0}};
	else	q <= d;
end
endmodule
module modified_MAC(
    input  [7:0]  in1,
    input  [7:0]  h,
    input  [31:0] in2,
    input         rst_n,
    input         clk,
    input         slow_clk,
    output [31:0] z_out
);
	wire [7:0]in1_wire;
	wire [31:0]z_out_wire;
	dff_c #(.N(8)) d1 (
		.clk(slow_clk),
		.rst_n(rst_n), 
		.d(in1),
		.q(in1_wire)
	);
	MAC original (
		.in1(in1_wire),
		.h(h),
		.in2(in2),
		.rst_n(rst_n),
		.clk(clk),
		.z_out(z_out_wire)
	);
	dff_c #(.N(32)) d2 (
		.clk(slow_clk),
		.rst_n(rst_n), 
		.d(z_out_wire),
		.q(z_out)
	);
endmodule
module clk_div6(
    input  clk,
    input  rst_n,
    output reg slow_clk
);
    reg [2:0] cnt;
    always @(posedge clk or negedge rst_n) begin
        if (!rst_n) begin
            cnt      <= 3'd0;
            slow_clk <= 1'b0;
        end
        else begin
            if (cnt == 3'd2) begin
                cnt      <= 3'd0;
                slow_clk <= ~slow_clk;    
            end
            else begin
                cnt <= cnt + 1'b1;
            end
        end
    end
endmodule
module Kernel(
    input  [7:0] pixel_in,
    input        clk,
    input        rst_n,
    input 	 rst_clk,
    output [31:0] z_out,
    output        slow_clk_out      
);
    wire slow_clk;
    clk_div6 u_div6 (
        .clk(clk),
        .rst_n(rst_clk),
        .slow_clk(slow_clk)
    );
    assign slow_clk_out = slow_clk;
reg [7:0]h_in[0:8];
always@(rst_n) begin
	h_in[0] = 8'd2;
	h_in[1] = 8'd1;
	h_in[2] = 8'd2;
	h_in[3] = 8'd1;
	h_in[4] = 8'd2;
	h_in[5] = 8'd1;
	h_in[6] = 8'd2;
	h_in[7] = 8'd1;
	h_in[8] = 8'd2;
end
wire [31:0]mid_val[0:9];
modified_MAC M1 (
	.in1(pixel_in),
	.h(h_in[0]),
	.in2(32'b0),
	.rst_n(rst_n),
	.clk(clk),
	.slow_clk(slow_clk),
	.z_out(mid_val[0])
);
genvar m_gen;
generate for(m_gen = 1; m_gen <= 2; m_gen = m_gen + 1) begin : Munits
	 	modified_MAC Mxs (
			.in1(pixel_in),
			.h(h_in[m_gen]),
			.in2(mid_val[m_gen - 1]),
			.rst_n(rst_n),
			.clk(clk),
			.slow_clk(slow_clk),
			.z_out(mid_val[m_gen])
		);
	end
endgenerate
	wire [31:0]l1b[0:2]; 
	dff_c #(.N(32)) b1l1 (
		.clk(slow_clk),
		.rst_n(rst_n), 
		.d(mid_val[2]),
		.q(l1b[0])
	);
	dff_c #(.N(32)) b2l1 (
		.clk(slow_clk),
		.rst_n(rst_n), 
		.d(l1b[0]),
		.q(l1b[1])
	);
	dff_c #(.N(32)) b3l1 (
		.clk(slow_clk),
		.rst_n(rst_n), 
		.d(l1b[1]),
		.q(l1b[2])
	);	
modified_MAC M4 (
	.in1(pixel_in),
	.h(h_in[3]),
	.in2(l1b[2]),
	.rst_n(rst_n),
	.clk(clk),
	.slow_clk(slow_clk),
	.z_out(mid_val[3])
);
modified_MAC M5 (
	.in1(pixel_in),
	.h(h_in[4]),
	.in2(mid_val[3]),
	.rst_n(rst_n),
	.clk(clk),
	.slow_clk(slow_clk),
	.z_out(mid_val[4])
);
modified_MAC M6 (
	.in1(pixel_in),
	.h(h_in[5]),
	.in2(mid_val[4]),
	.rst_n(rst_n),
	.clk(clk),
	.slow_clk(slow_clk),
	.z_out(mid_val[5])
);
	wire [31:0]l2b[0:2];
	dff_c #(.N(32)) b1l2 (
		.clk(slow_clk),
		.rst_n(rst_n), 
		.d(mid_val[5]),
		.q(l2b[0])
	);
	dff_c #(.N(32)) b2l2 (
		.clk(slow_clk),
		.rst_n(rst_n), 
		.d(l2b[0]),
		.q(l2b[1])
	);
	dff_c #(.N(32)) b3l2 (
		.clk(slow_clk),
		.rst_n(rst_n), 
		.d(l2b[1]),
		.q(l2b[2])
	);
modified_MAC M7 (
	.in1(pixel_in),
	.h(h_in[6]),
	.in2(l2b[2]),
	.rst_n(rst_n),
	.clk(clk),
	.slow_clk(slow_clk),
	.z_out(mid_val[6])
);
modified_MAC M8 (
	.in1(pixel_in),
	.h(h_in[7]),
	.in2(mid_val[6]),
	.rst_n(rst_n),
	.clk(clk),
	.slow_clk(slow_clk),
	.z_out(mid_val[7])
);
modified_MAC M9 (
	.in1(pixel_in),
	.h(h_in[8]),
	.in2(mid_val[7]),
	.rst_n(rst_n),
	.clk(clk),
	.slow_clk(slow_clk),
	.z_out(mid_val[8])
);
assign z_out = mid_val[8];
endmodule
[run.sh]
#!/bin/bash
# OpenROAD 26Q1-2900-gdf79404cd8, Yosys 0.63+post, stock flow scripts
make -C /OpenROAD-flow-scripts/flow DESIGN_CONFIG=/design/flow/config.mk WORK_HOME=/design/flow/orfs finish
==> flow_metrics.env <==
# flow metrics
export IMPL_status="finished clean"
export IMPL_finClkSkew_ns=0.006782
export IMPL_period_minus_slack_ns=2.608
export IMPL_cts_hold_buf=0
export IMPL_grt_usage_pct=12.45
export IMPL_tns_ns=0
export IMPL_critical_path_class="flip-flop to output port"
export IMPL_leakagePower_nw=7.904
export IMPL_setup_ws_ns=1.192
export IMPL_initial_core_util_pct=41.10
export IMPL_cp_startpoint="u_div6.slow_clk$_DFFE_PN0P_"
export IMPL_setup_worst_path_start_class="flip-flop"
export IMPL_clk_latency_ns=0.53
export IMPL_core_sq_um=35910
export IMPL_place_gp_congestion=0.8082
export IMPL_vias=7459
export IMPL_cp_num_buf_inv=1
export IMPL_syn_area_sq_um=14760
export IMPL_cts_resized=0
export IMPL_slew_headroom_pct=48.33
export IMPL_setup_viol=0
export IMPL_synth_cells=1116
export IMPL_dr_first_iter_drc_count=252
export IMPL_final_util_pct=45.97
export IMPL_r2r_start="Munits[1].Mxs.original.u_adder.a_reg[1]$_DFF_PN0_"
export IMPL_ys_async_sr_fraction_pct=50.34
export IMPL_aoi_share_pct=6.205
export IMPL_total_power_mw=5.526
export IMPL_cp_depth=1
export IMPL_die_area_sq_um=37670
export IMPL_cap_violations=0
export IMPL_dr_pass1_iters=4
export IMPL_route_detailed_drc=0
export IMPL_synthToLayoutAreaGrowth_pct=11.85
export IMPL_die_h_um=194.1
export IMPL_dp_slack_ns=1.237
export IMPL_largestRegisters="Munits.Mxs.d2.q: 20 flops, Munits.Mxs.original.u_adder.sum: 20 flops"
export IMPL_crit_chain="clkdlybuf4s50_1"
export IMPL_antennaDiodeCount=0
export IMPL_critPathMaxFanout=61
export IMPL_antenna_found_initial=0
export IMPL_ys_seq_elements=447
export IMPL_hpwlAfterDp_mm=12.87
export IMPL_die_width_um=194.1
export IMPL_power_density_nw_per_um2=334.8
export IMPL_cts_tree="done"
export IMPL_port_buffers=28
export IMPL_xor_area_share_pct=4.095
export IMPL_final_hold_viol_count=0
export IMPL_holdCritPathClass="input port to async pin"
export IMPL_fin_crit_sh_pct=68.64
export IMPL_ioPinCount=44
export IMPL_htreeDepth=1
export IMPL_synth_edff_count=0
export IMPL_fillCellCount=3129
export IMPL_avgSynthCellArea_sq_um=13.23
export IMPL_cpPeakStageDelay_ns=0.75
export IMPL_synthTopLogicFamily="simple AND/OR/NAND/NOR gates"
export IMPL_cts_made_buffers=28
export IMPL_untimed_endpoints=313
export IMPL_wl_per_cell_um=12.77
export IMPL_drive_gt1_share_pct=5.442
export IMPL_end_kind="output port"
export IMPL_worstMarginPinSlew_ns=0.7751
export IMPL_ir_drop_uv=337.7
export IMPL_postRouteAntennaNets=0
export IMPL_slowest_stage="dfrtp_4"
export IMPL_grt_start_max_net_pins=158
export IMPL_mux_share_pct=0
export IMPL_fa_ha_area_share_pct=6.426
export IMPL_ys_sh_simple_pct=13.26
export IMPL_cts_path_max_buffers=3
export IMPL_fmax_mhz=383.4
export IMPL_hold_ws_ns=0.2038
export IMPL_first_global_vias=7328
export IMPL_rows=69
export IMPL_grt_pass1_wl_mm=36.36
export IMPL_rsz0062_at_grt="false"
export IMPL_path_clk_slew_ns=0.06
export IMPL_drt_total_wl_mm=20.91
export IMPL_maxSlewViolCount=0
export IMPL_ys_types=49
export IMPL_ys_cells=1116
export IMPL_worstPathArrival_ns=1.85
export IMPL_synthFlopType="dfrtp_1"
export IMPL_ys_area_sq_um=14760
export IMPL_post_cts_buffers=0
export IMPL_ys_seq_share_pct=68.26
export IMPL_r2r_cells=7
export IMPL_cp_required_ns=3.04
export IMPL_cp_top_family="flip-flops"
export IMPL_warnings=29
export IMPL_unclocked_regs=198
export IMPL_ctsRootBufferMaster="clkbuf_16"
export IMPL_overflow=0
export IMPL_vias_per_cell=4.557
export IMPL_ys_warn_count=8
[power breakdown]
part           total [mW]  internal (mW)  switching (mW)  leakage [nW]
Combinational       0.108         0.0300          0.0785          2.52
Clock                2.75           1.71            1.04         0.466
Sequential           2.67           2.66         0.00675          4.92
[synth_stat cells (12+ instances only)]
| cell type | instances | area share, % |
|---|---|---|
| dfrtp_1 | 225 | 38 |
| and2_1 | 224 | 9.5 |
| dfxtp_1 | 222 | 30 |
| ha_1 | 63 | 5.3 |
| nor2_1 | 44 | 1.1 |
| xnor2_1 | 43 | 2.6 |
| a21oi_1 | 36 | 1.2 |
| xor2_1 | 26 | 1.5 |
| clkbuf_1 | 24 | 0.61 |
| o21ai_0 | 24 | 0.81 |
| nand2_1 | 21 | 0.53 |
| buf_4 | 15 | 0.76 |
| a211oi_1 | 14 | 0.71 |
| inv_1 | 14 | 0.36 |
| a21o_1 | 12 | 0.61 |
[routing by layer]
metal	track usage [%]	vias up	part of all wire [%]
li1	-	3721	-
met1	19.67	3615	48
met2	18.82	88	45
met3	2.447	35	4.6
met4	2.646	0	2.4
met5	0	-	0
[final timing paths]
path | endpoint | slack, ns
worst max-delay path | slow_clk_out | 1.19
worst min-delay path | Munits[1].Mxs.original.u_adder.a_reg[6]$_DFF_PN0_ | 0.20
worst max register to register | M7.original.u_adder.sum[13]$_DFF_PN0_ | 1.26
worst min register to register | Munits[1].Mxs.original.u_adder.a_reg[7]$_DFF_PN0_ | 0.33
max in group asynchronous | M5.original.u_adder.b_reg[9]$_DFF_PN0_ | 2.52
min in group clk0 | Munits[1].Mxs.original.u_adder.a_reg[7]$_DFF_PN0_ | 0.33
[logic make-up (layout without fill, tap and decap cells)]
logic type                 after synthesis  count (layout)
AOI/OAI and AO/OA                      136             136
xor gates and xnor gates                69              69
adders and majority gates               71              71
buffers and inverters                   53              99
DFF                                    447             447
other                                    1              15
and+or+nand+nor                        339             339
[cell usage in the layout (no fill, tap or decap), types with 21 or more instances in the layout]
master           count
dfrtp_1            224
and2_1             224
dfxtp_1            222
ha_1                63
nor2_1              44
xnor2_1             43
a21oi_1             36
clkbuf_16           29
clkdlybuf4s50_1     27
xor2_1              26
o21ai_0             24
nand2_1             21
[layout make-up]
| class | instances | area (sq um) | share of cell area [%] |
|---|---|---|---|
| well taps | 461 | 576.8 | 3.494 |
| multi-input cells | 630 | 4482 | 27.15 |
| inverters | 14 | 52.55 | 0.3183 |
| clock inverters | 9 | 125.1 | 0.7579 |
| flip-flops and latches | 447 | 10080 | 61.05 |
| repair buffers | 35 | 362.8 | 2.198 |
| clock buffers | 41 | 830.8 | 5.033 |
[stage by stage]
stage          area (sq um)  cells
6_report              16510   1637
2_1_floorplan         14810   1130
3_5_place_dp          15550   1587
5_1_grt               16510   1637
3_3_place_gp          15550   1587
4_1_cts               16510   1637
No activity file was given, so power comes from the tool's default toggle rates.
